===== /design/flow/config.mk =====
export PLATFORM = sky130hd
export DESIGN_NAME = de2_115top
export DESIGN_NICKNAME = de2_115top
export VERILOG_FILES = /design/flow/design.v
export SDC_FILE = /design/flow/constraint.sdc
export NUM_CORES = 4
export LEC_CHECK = 1
export CORE_AREA = 10 10 97 97
export DIE_AREA = 0 0 107 107
export SYNTH_HDL_FRONTEND = slang

===== /design/flow/constraint.sdc =====
current_design de2_115top

set clk_period 4.0
set clk_io_pct 0.2

create_clock -name clk0 -period $clk_period [get_ports {CLOCK_50}]

set non_clock_inputs [all_inputs -no_clocks]
set_input_delay [expr $clk_period * $clk_io_pct] -clock clk0 $non_clock_inputs
set_output_delay [expr $clk_period * $clk_io_pct] -clock clk0 [all_outputs]

===== /design/flow/design.v =====
`timescale 1ns / 1ps
`default_nettype none
module counter1second(
   input  wire  CLOCK_50,
   output logic [3:0] value
);
    logic [31:0] counter = 0;
   	always @(posedge CLOCK_50) begin
      counter <= counter + 1;
      value <= counter[29:26];
		end
endmodule
`timescale 1ns / 1ps
`default_nettype none
module de2_115top
	(
		input 	wire 			 CLOCK_50,			 
		input	 	wire  [3:0]	 KEY,					 
		input 	wire 	[17:0] SW,					 
		output 	logic [6:0]  HEX0 				 
	);
	logic [3:0] digit;
	logic reset;
	logic [3:0] x=0;
	assign digit = SW[3:0];
	assign reset = KEY[0];
	counter1second counter (.CLOCK_50(CLOCK_50), .value(x));
	hexto7seg dec7seg_u0 (.x(x), .segments(HEX0));
endmodule
`timescale 1ns / 1ps
`default_nettype none
module hexto7seg(
   input  wire  [3:0] x,
   output logic [6:0] segments
);
   assign segments = ~(  
         x == 4'h0 ? 7'b0111111      
         : x == 4'h1 ? 7'b0000110
         : x == 4'h2 ? 7'b1011011
         : x == 4'h3 ? 7'b1001111
         : x == 4'h4 ? 7'b1100110 
         : x == 4'h5 ? 7'b1101101
         : x == 4'h6 ? 7'b1111101
         : x == 4'h7 ? 7'b0000111
         : x == 4'h8 ? 7'b1111111
         : x == 4'h9 ? 7'b1101111
         : x == 4'ha ? 7'b1011111
         : x == 4'hb ? 7'b1111100
         : x == 4'hc ? 7'b0111001
         : x == 4'hd ? 7'b1011110
         : x == 4'he ? 7'b1111100
         : x == 4'hf ? 7'b1111000
         : 7'b0000000 );  
endmodule

===== /design/flow/run.sh =====
#!/bin/bash
# OpenROAD 26Q1-2900-gdf79404cd8, Yosys 0.63+post, stock flow scripts
make -C /OpenROAD-flow-scripts/flow DESIGN_CONFIG=/design/flow/config.mk WORK_HOME=/design/flow/orfs finish

==> Changelog: implementation <==
### Implementation results

- Hold Startpoint: counter.counter[29]
- Slew Limit Headroom: 0.708
- Worst setup SP type: register
- Root Buffer: clkbuf_8
- FF-to-FF End: counter.counter[20]
- GP Congestion: 0.712
- Vias in the first global route: 894
- Fillers: 807
- Total GRT Usage: 0.0377
- ANT nets after route: 0
- Area Growth Syn to Fin: 20.2%
- Fin. Hold Viols: 0
- Tmin final: 2570 ps
- Top cell area share: 0.485
- Die area: 0.0114 sq mm
- Initial DRC count: 55
- Cts repair resizes: 0
- Die width: 107 microns
- Setup Skew: 5.77 ps
- Pre-CTS setup slack: 1730 ps
- DP Area: 0.00157 sq mm
- Maximum clock path buffer count: 2
- CP Class: register to primary output
- WHS Path Cells: 0
- Syn_area_per_cell: 9.48 sq um
- Antenna violations before repair: 0
- First-pass GRT wire length: 3.78 mm
- Clock transition at the registers of the reported paths: 70 ps
- CP max FO: 14
- Clock share of power: 0.479
- Hold Buf Count CTS: 0
- CTS Sinks: 34
- Synth Cell Area: 0.00140 sq mm
- Die Span Y: 107 microns
- Number of logged tool warnings: 47
- Worst R2R Setup Slack: 2200 ps
- Layout cells sized above 1: 0.0641
- Final setup TNS: 0 ps
- Port Buf Inserts: 7
- Pin count of the biggest net entering global routing: 15
- Crit path capture type: primary output
- Post-synth ARST share: 0
- Outcome: finished clean
- Initial DRT Pass Iterations: 4
- Final setup fails: 0
- Syn. warnings: 0
- Cell area after layout: 0.00169 sq mm
- CTS tree: built
- Cells after Synth: 148
- Maximum vdd drop: 0.000154 V
- Post-DP HPWL: 1.38 mm
- Fmax achieved: 0.389 GHz
- Synth flops: 34
- FP Rows: 31
- Slew @ Worst Pin: 436 ps
- DR vias/cell: 3.81
- Synth Seq Share: 0.485
- Main flop type: dfxtp_1
- Latency at later pin: 280 ps
- H-tree levels: 2
- Cell accounting for the most synthesized area: dfxtp_1
- Worst R2R Path Depth: 5
- Sw Share: 0.172
- Leakage: 0.509 nW
- M2 GR Usage: 0.0558
- MaxCap Viol Count: 0
- Grt ovf: 0
- Post-route DRC: 0
- RSZ-0062 raised after global routing: no
- WP data required: 3200 ps
- Io pins: 30
- Cts bufs inserted: 5
- Worst R2R Start: counter.counter[0]
- Setup Fix Bufs, Post-CTS: 0
- Combinational power share: 0
- Yosys Chip Area: 0.00140 sq mm
- EDFF count, synth: 0
- Internal power: 0.538 mW
- Grt peak-use layer: met2
- Grt met1 use: 0.0507
- Fin. max-slew vios: 0
- Top cells, area: dfxtp_1 (49%), xnor2_1 (15%), nand3_1 (5.0%)
- Core ar.: 0.00729 sq mm
- Net Sw Power: 0.112 mW
- Cell Type Count: 24
- Min-Delay Endpoint: counter.value[3]
- Synth cell count leaders: dfxtp_1 (34), xnor2_1 (24), nand3_1 (14)
- N_diodes: 0
- Worst Hold Class: register to register
- GR Util met3: 0.0170
- Wire per inst: 8.13 microns
- Most common cell in the synthesized netlist: dfxtp_1
- Via count: 971
- Ys cells: 148
- PnR worst setup slack: 1430 ps
- Total routed wirelength: 2.07 mm
- Register share of total power: 0.521
- Power Density: 385 mW/mm^2
- Crit path DAT: 1770 ps
- Cycle use final: 0.643
- FP Core Util: 0.192
- Pwr Total: 0.649 mW
==> layout make-up <==
type | instances | area (sq um) | area share
flip-flops and latches | 34 | 681 | 0.404
multi-input cells | 104 | 679 | 0.403
well taps | 99 | 124 | 0.0735
clock buffers | 6 | 82.6 | 0.0490
repair buffers | 8 | 77.6 | 0.0460
clock inverters | 1 | 30.0 | 0.0178
inverters | 3 | 11.3 | 0.00668
==> worst max-delay path: stages, from the launching register on <==
cell	delay, ps
dfxtp_1	580
nand2b_1	130
o21ai_0	160
nand2_1	60
o21ai_0	80
clkdlybuf4s50_1	490
==> through the flow <==
step                 util  hold slack (ps)  instances
finish              0.231              374        255
global route        0.231              378        255
CTS                 0.231              371        255
detailed placement  0.216              361        248
global placement    0.216              357        248
floorplan               -              350        148
==> cell usage in the layout (no fill, tap or decap), types with 4 or more instances in the layout <==
cell type,n
dfxtp_1,34
o21ai_0,7
clkdlybuf4s50_1,7
and3_1,7
nand3_1,14
xor2_1,5
nand4_1,10
clkbuf_8,6
xnor2_1,24
nor2_1,8
a21oi_1,4
nand2_1,12
==> power groups by stage <==
stage     registers, mW   logic (mW)  clock network [mW]
4_1_cts           0.338  0.000000178               0.322
6_report          0.339  0.000000178               0.311
5_1_grt           0.338  0.000000178               0.335
==> routing by layer <==
metal,part of all wire,routed length [microns],vias to the layer above
li1,-,-,521
met1,0.54,1110,435
met2,0.39,812,12
met3,0.063,130,3
met4,0.0092,19,0
met5,0,0,-
==> flip-flops by register name (all words and copies together), names as in the netlist <==
signal	flops
counter.counter	30
counter.value	4
==> cell families (layout without fill, tap and decap cells) <==
family          after synthesis  after routing  synth area share
flops                        34             34             0.485
fa+ha+maj                     1              1           0.00892
buf+inv                      10             18            0.0303
compound gates               13             13            0.0491
simple gates                 61             61             0.245
xor+xnor                     29             29             0.181
==> how the worst max path moves through the flow <==
stage / cells past startpoint / start / to / slack [ps]
finish: 5 / counter.value[0] / HEX0[1] / 1430
global route: 5 / counter.value[0] / HEX0[1] / 1180
CTS: 5 / counter.value[0] / HEX0[1] / 1430
Power figures rest on the tool's default switching activity, not on a simulated workload.
