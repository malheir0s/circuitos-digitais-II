$ cat /design/flow/design.v
`timescale 1ns / 1ps
`default_nettype none
module updowncounter (
	input  wire clock,
	input wire countup,
	input wire paused,
	output logic [31:0] value = 0  
);
	logic [46:0] clock_counter;
	 always @(posedge clock) begin : mod4_counter
		case ({paused, countup})
		2'b01 : clock_counter <= clock_counter + 1'b1;
		2'b00 : clock_counter <= clock_counter - 1'b1;
		endcase
		value <= clock_counter[46:15];
	end
endmodule
$ cat /design/flow/run.sh
#!/bin/bash
# OpenROAD 26Q1-2900-gdf79404cd8, Yosys 0.63+post, stock flow scripts
make -C /OpenROAD-flow-scripts/flow DESIGN_CONFIG=/design/flow/config.mk WORK_HOME=/design/flow/orfs finish
$ cat /design/flow/config.mk
export PLATFORM = sky130hd
export DESIGN_NAME = updowncounter
export DESIGN_NICKNAME = updowncounter
export VERILOG_FILES = /design/flow/design.v
export SDC_FILE = /design/flow/constraint.sdc
export NUM_CORES = 4
export LEC_CHECK = 1
export CORE_UTILIZATION = 50
$ cat /design/flow/constraint.sdc
current_design updowncounter

set clk_period 17.1
set clk_io_pct 0.2

create_clock -name clk0 -period $clk_period [get_ports {clock}]

set non_clock_inputs [all_inputs -no_clocks]
set_input_delay [expr $clk_period * $clk_io_pct] -clock clk0 $non_clock_inputs
set_output_delay [expr $clk_period * $clk_io_pct] -clock clk0 [all_outputs]
==> impl_metrics.env <==
# physical design summary
export IMPL_edf_count=47
export IMPL_synthFlopType="edfxtp_1"
export IMPL_drive_above_1_share=0.05903
export IMPL_grt_overflow=0
export IMPL_finalSetupViolCount=0
export IMPL_fp_util=0.5195
export IMPL_yosys_cells=560
export IMPL_cts_setup_buffers=0
export IMPL_drtIter0Drc=326
export IMPL_core_area_sq_um=9819
export IMPL_ir_drop_mv=0.05465
export IMPL_crit_fanout=69
export IMPL_syn_area_sq_um=5101
export IMPL_ant_nets=0
export IMPL_ys_types=69
export IMPL_grt_max_degree=70
export IMPL_synth_yosys_warnings=1
export IMPL_outcome="completed"
export IMPL_cp_top_family="AND-OR/OR-AND gates"
export IMPL_hpwlAfterDp_um=9341
export IMPL_hold_viol=0
export IMPL_hold_class="reg -> reg"
export IMPL_top_cells_by_area="edfxtp_1 28%, dfxtp_1 13%, xnor2_1 8.8%, nand2_1 3.5%, nor2_1 3.1%"
export IMPL_p_leak_nw=1.812
export IMPL_reg2reg_slack_ps=14070
export IMPL_slew_violations=0
export IMPL_yosysTopAreaCell="edfxtp_1"
export IMPL_regArea_sq_um=2052
export IMPL_yosys_cell_count_top_type="xnor2_1"
export IMPL_ctsHoldBuffers=0
export IMPL_crit_chain="clkdlybuf4s50_1 > buf_4 > or2_2 > buf_4 > o221ai_1 > o221a_2 > o211a_1 > o211a_1 > o221ai_1 > xnor2_1"
export IMPL_comb_area_sq_um=2774
export IMPL_antenna_cells=0
export IMPL_slew_headroom=0.4817
export IMPL_r2r_cells=7
export IMPL_power_density_nw_per_um2=92.41
export IMPL_tool_warnings=25
export IMPL_firstDrtPassIters=5
export IMPL_route_vias_total=4446
export IMPL_synth_seq_cells=79
export IMPL_startpoint="countup"
export IMPL_numPortBuffers=34
export IMPL_r2r_end="clock_counter[45]"
export IMPL_cap_violations=0
export IMPL_design_area_sq_um=5607
export IMPL_cts_tree="built"
export IMPL_finalCritPeriodShare=0.3801
export IMPL_clock_latency_ps=350
export IMPL_dpl_cell_area_sq_um=5389
export IMPL_worst_pin_slew_ps=770.3
export IMPL_cp_buffers_inverters=3
export IMPL_post_place_ws_ps=10330
export IMPL_vias_per_cell=6.425
export IMPL_synth_avg_cell_area_sq_um=9.109
export IMPL_fill_cells=900
export IMPL_rsz0062_at_grt="false"
export IMPL_yosysTopAreaCellShare=0.2767
export IMPL_clock_sinks=79
export IMPL_synth_top_cells_by_count="51 x xnor2_1, 47 x edfxtp_1, 47 x nand2_1, 42 x nor2_1, 32 x dfxtp_1"
export IMPL_cts_buffers=9
export IMPL_drc=0
export IMPL_clock_path_buffers=2
export IMPL_clockRootBuffer="clkbuf_8"
export IMPL_cts_resized=0
export IMPL_cp_required_ps=17190
export IMPL_grt_first_pass_wirelength_um=22070
export IMPL_die_h_um=103.0
export IMPL_grt_pass1_vias=4063
export IMPL_fin_crit_ps=6499
export IMPL_r2r_start="clock_counter[5]"
export IMPL_slowest_stage="buf_4"
export IMPL_crit_path_start_kind="input pin"
export IMPL_holdWs_ps=408.9
export IMPL_netlist_instances=560
export IMPL_pin_count=35
export IMPL_wl_per_cell_um=19.65
export IMPL_async_flop_share=0
export IMPL_clock_skew_ps=8.249
export IMPL_clock_fmax_mhz=153.9
export IMPL_synth_chip_area_sq_um=5101
export IMPL_cpPeakStageDelay_ps=590
export IMPL_clk_transition_reported_paths_ps=80
export IMPL_setup_ws_ps=10600
export IMPL_die_area_sq_um=10610
export IMPL_synth_seq_share=0.4023
export IMPL_path_class="in -> reg"
export IMPL_die_w_um=103.0
export IMPL_area_growth_pct=9.909
export IMPL_gp_congestion=1.003
export IMPL_setup_tns_final_ps=0
export IMPL_endpoint="clock_counter[43]"
export IMPL_cts_max_level=3
export IMPL_routed_wl_um=13600
export IMPL_arrival_ps=6590
export IMPL_endpoint_kind="flip-flop"
export IMPL_antenna_found_initial=0
export IMPL_track_usage=0.2843
export IMPL_path_depth=10
export IMPL_rows=36
[layer usage]
metal	global-route usage	routed length (um)	vias up
met5	0	0	-
met4	0.05850	294	0
met3	0.06340	1175	19
met2	0.3872	5772	229
met1	0.4789	6357	2095
li1	-	-	2103
[flip-flops by register name, indices dropped and copies added, names as in the netlist]
name	count
clock_counter	47
value	32
[layout by cell type (no fill, tap or decap), types with 8 or more instances in the layout]
master and instances:
edfxtp_1 47, o22ai_1 15, or4_1 14, nand4_1 10
o21ai_0 17, nor4_1 20, nand2_1 47, clkdlybuf4s50_1 34
mux2i_1 9, xnor2_1 51, nor2_1 42, or3_1 19
a21oi_1 23, nand3_1 17, xor2_1 13, nor3_1 16
clkbuf_8 10, o211ai_1 8, dfxtp_1 32
[cells by family after synthesis]
logic type | after synthesis | share of synthesized area
mux | 9 | 0.01766
buf+inv | 61 | 0.05494
compound gates | 134 | 0.1940
xor+xnor | 64 | 0.1099
simple gates | 212 | 0.2188
flops | 79 | 0.4023
fa+ha+maj | 1 | 0.002452
[through the flow]
stage,instances,power (W),util
6_report,692,0.0005181,0.5710
5_1_grt,692,0.0005454,0.5710
4_1_cts,692,0.0005195,0.5710
3_5_place_dp,676,0.0003696,0.5488
3_3_place_gp,676,0.0003697,0.5488
2_1_floorplan,560,0.0003319,-
[power by group]
part            total, W  internal (W)  switching [W]
sequential      0.000270      0.000230      0.0000399
clock           0.000150     0.0000804      0.0000697
combinational  0.0000982     0.0000493      0.0000489
[how the worst min path moves through the flow]
stage                startpoint   endpoint  slack (ps)  depth (start not counted)
finish        clock_counter[46]  value[31]         410                          0
global route  clock_counter[46]  value[31]         430                          0
CTS           clock_counter[46]  value[31]         420                          0
[worst reg2reg max path: stages, from the launching register on]
cell	delay (ps)
edfxtp_1	530
or4_1	590
nor4_1	600
nor3_1	190
a31oi_1	360
o21ai_1	230
a21oi_1	220
xnor2_1	80
[final cells by class]
class / count / area share
clock buffer: 12 / 0.02968
multi-input combinational: 420 / 0.4948
sequential: 79 / 0.3660
clock inverter: 4 / 0.009150
tap: 133 / 0.02968
timing repair buffer: 39 / 0.06740
inverter: 5 / 0.003347
Power and IR drop assume default switching activity.
