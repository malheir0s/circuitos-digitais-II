--- design/flow/config.mk ---
export PLATFORM = sky130hd
export DESIGN_NAME = keyboard
export DESIGN_NICKNAME = keyboard
export VERILOG_FILES = /design/flow/design.v
export SDC_FILE = /design/flow/constraint.sdc
export NUM_CORES = 4
export LEC_CHECK = 1
export CORE_UTILIZATION = 40
--- design/flow/constraint.sdc ---
current_design keyboard

set clk_period 8.6
set clk_io_pct 0.2

create_clock -name clk0 -period $clk_period [get_ports {clock}]

set non_clock_inputs [all_inputs -no_clocks]
set_input_delay [expr $clk_period * $clk_io_pct] -clock clk0 $non_clock_inputs
set_output_delay [expr $clk_period * $clk_io_pct] -clock clk0 [all_outputs]
--- design/flow/design.v ---
`timescale 1ns / 1ps
`default_nettype none
module keyboard(
   input wire clock,
   input wire ps2_clk,
   input wire ps2_data,
   output logic [31:0] keyb_char
   );
   logic [31:0] temp_char = 0;
   logic [9:0]  bits = 0;
   logic [3:0]  count = 0;
   logic [1:0]  ps2_clk_prev2 = 2'b11;
   logic [19:0] timeout = 0;
   always @(posedge clock)
      ps2_clk_prev2 <= {ps2_clk_prev2[0], ps2_clk};
   always @(posedge clock)
   begin
      if((count == 11) || (timeout[19] == 1))
      begin
         count <= 0;
         if((temp_char[7:0] == 8'hE0) || (temp_char[7:0] == 8'hF0)) begin       
            temp_char[31:0] <= {temp_char[23:0], bits[7:0]};                    
            if((bits[7:0] != 8'hE0) && (bits[7:0] != 8'hF0))                    
               keyb_char <= {temp_char[23:0], bits[7:0]};                       
         end
         else begin                                                             
            temp_char[31:0] <= {24'b0, bits[7:0]};                              
            if((bits[7:0] != 8'hE0) && (bits[7:0] != 8'hF0))                    
               keyb_char <= {24'b0, bits[7:0]};                                 
         end
      end
      else
      begin
         if(ps2_clk_prev2 == 2'b10)
         begin
            count <= count + 1;
            bits <= {ps2_data, bits[9:1]};
         end
      end
   end
   always @(posedge clock)
      timeout <= (count != 0) ? timeout + 1 : 0;
endmodule
--- design/flow/run.sh ---
#!/bin/bash
# OpenROAD 26Q1-2900-gdf79404cd8, Yosys 0.63+post, stock flow scripts
make -C /OpenROAD-flow-scripts/flow DESIGN_CONFIG=/design/flow/config.mk WORK_HOME=/design/flow/orfs finish
==> reports/qor.yml <==
critical_path:
  path_max_fanout: 1
  critical-path-max-stage-delay_ps: 460
  worst_ep_required_time_ps: 6880
  crit_family: "buffers and inverters"
  critPathLaunchType: "flip-flop"
  slowest_stage: "clkdlybuf4s50_1"
  crit_path_end_kind: "output pin"
  crit_type: "flip-flop to output pin"
  crit_chain: "clkdlybuf4s50_1"
  crit_arrival_ps: 1160
  cp_num_buf_inv: 1
timing:
  whs_ps: 356
  finalCritPeriodShare: 0.335
  rsz0062_at_grt: "no"
  relSlewSlack: 0.440
  fin_skew_ps: 8.17
  drv_slew: 0
  finalSetupViolCount: 0
  min_period_ps: 2880
  tightest_slew_ps: 839
  hold_violations: 0
  tns_ps: 0
  max_freq_mhz: 347
cells_and_area:
  synthToLayoutAreaGrowth_pct: 22.4
  layout_top_cells: "66 x edfxtp_1, 34 x clkdlybuf4s50_1, 26 x dfxtp_1"
  layoutNonFillerInstCount: 372
  layout.cells.most_common: "edfxtp_1"
  drive_gt1_frac: 0.0778
detailed_routing:
  diodes: 0
  first_pass_iters: 4
  wire_per_inst_um: 11.3
  routed_wl_um: 4190
  drt_first_iter_violations: 77
  vias: 1686
  antenna_left: 0
  viasPerCell: 4.53
  drc_errors: 0
clock_network:
  clock-sinks: 92
  cts.repair.resized: 0
  ctsRootBufferMaster: "clkbuf_8"
  clockBufferDepth: 2
  cts_hold_repair.buffers: 0
  cts_setup_buffers: 0
  clk_pin_slew_ps: 80
  cts_made_buffers: 9
  cts-htree-levels: 3
  insertion_delay_ps: 350
  cts_tree: "yes"
pwr:
  vdd_ir_drop_max_mv: 0.102
  p_sw_mw: 0.226
  p_per_area_nw_per_um2: 245
  clkPwrFrac: 0.319
  p_sw_frac: 0.233
  sequentialPowerShare: 0.572
  internal_power_mw: 0.744
  comb_power_share: 0.109
  p_leak_nw: 1.30
synthesis:
  ys_seq_frac: 0.774
  synthArstFlopShare: 0
  edf_count: 66
  postSynthCellCount: 215
  postSynthAreaPerCell_um2: 15.0
  synth.top_cell.area_share: 0.613
  yosysUniqueCellTypes: 28
  yosys_area_um2: 3230
  yosys-top-cells-area: "edfxtp_1 61%, dfxtp_1 16%, and2_1 3.5%"
  ys_cells: 215
  syn-cell-area_um2: 3230
  synth.largest_area_cell: "edfxtp_1"
  yosys_warnings: 1
  ys.flops: 92
  synth-main-ff-cell: "edfxtp_1"
grt:
  grt_pass1_wl_um: 7390
  grt_overflow: 0
  antenna_found_initial: 0
  grt_pass1_vias: 1583
  grt_max_degree: 32
  grtUsageTotal: 0.118
place:
  io_buffers: 34
  placed_cells: 356
  gp_congestion: 0.740
  hpwl_um: 2510
floorplanning:
  coreArea_um2: 7770
  chipArea_um2: 8440
  pin_count: 35
  die_h_um: 91.9
  die_w_um: 91.9
  fp_util: 0.416
  rows: 32
run:
  max-cap-violations: 0
  tool_warnings: 26
worst_hold_path:
  hold_class: "flip-flop to flip-flop"
status:
  status: "finished, final reports clean"
metal layers:
metal  GRT usage  wire length, um  vias up
met3      0.0312              234       13
met5           0                0        -
met1       0.213             2130      757
met4      0.0260              129        0
li1            -                -      877
met2       0.159             1690       39
cell usage after synthesis (2+ instances only):
master    number
xnor2_1        9
o21ai_0        8
clkbuf_1       3
nor2b_1        3
ha_1           3
inv_1          5
nand4_1        5
dfxtp_1       26
xor2_1         4
nand4b_1       2
nand2_1        9
and2_1        18
nand3_1        4
buf_2          2
nor3_1         2
or3_1          8
a21oi_1        9
edfxtp_1      66
nor4_1         5
nor2_1        16
worst paths after layout:
path               startpoint               end  cells past startpoint  slack, ps
min          ps2_clk_prev2[0]  ps2_clk_prev2[1]                      0        360
max             keyb_char[12]     keyb_char[12]                      1       5720
min reg2reg  ps2_clk_prev2[0]  ps2_clk_prev2[1]                      0        360
max reg2reg          count[0]     keyb_char[31]                      4       6330
power by group through the flow:
| stage | Combinational (mW) | Sequential (mW) | Clock (mW) |
|---|---|---|---|
| after CTS | 0.108 | 0.555 | 0.319 |
| after global routing | 0.123 | 0.562 | 0.339 |
| final | 0.106 | 0.554 | 0.309 |
area by class of cell:
| cell class | count | area, um^2 |
|---|---|---|
| multi-input combinational | 120 | 727 |
| fill | 659 | 3810 |
| timing repair buffer | 37 | 363 |
| clock buffer | 11 | 131 |
| inverter | 5 | 18.8 |
| sequential | 92 | 2500 |
| tap | 102 | 128 |
| clock inverter | 5 | 85.1 |
sequential cells by signal, indices dropped and copies added, names as in the netlist:
signal / cells
bits: 10
count: 4
keyb_char: 32
ps2_clk_prev2: 2
temp_char: 24
timeout: 20
cell families after synthesis:
group / share of synthesized area
DFF: 0.774
xor gates and xnor gates: 0.0352
buffers and inverters: 0.0124
adders and majority gates: 0.0116
other: 0.00116
AOI/OAI and AO/OA: 0.0325
and+or+nand+nor: 0.133
through the flow:
| step | setup WS (ps) | util | power, mW | cell area [um^2] |
|---|---|---|---|---|
| after floorplan | 6170 | - | 0.622 | 3260 |
| after global placement | 6090 | 0.481 | 0.668 | 3740 |
| after detailed placement | 6090 | 0.481 | 0.671 | 3740 |
| after CTS | 5700 | 0.509 | 0.982 | 3960 |
| after global routing | 5650 | 0.509 | 1.02 | 3960 |
| final | 5720 | 0.509 | 0.969 | 3960 |
Power and IR drop assume default switching activity.
